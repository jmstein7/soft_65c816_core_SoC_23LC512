==> design/flow/design.v <==
`timescale 1ns / 1ps
module serial_sram_driver(
    input wire clk,   
    (* X_INTERFACE_INFO = "xilinx.com:signal:reset:1.0 reset RST" *)
    (* X_INTERFACE_PARAMETER = "POLARITY ACTIVE_HIGH" *)
    input wire reset,     
    input locked,
    input wire rwb,       
    input wire begin_operation,   
    inout wire [3:0] sio,
    input wire [15:0] address,
    input wire [7:0] data_in,
    output wire [7:0] data_out,
    output wire data_ready,
    output wire csb,
    output wire sck,
    input wire byte_taken,
    output wire byte_ready,
    output wire all_busy
    );
    wire write_busy;
    wire read_busy;
    reg read = 0;
    reg write = 0;
    assign all_busy = (read_busy || write_busy) ? 1'b1 : 1'b0;
    always @(posedge clk) begin
        if (read || write) begin
            read <= 0;
            write <= 0;
        end
        else if (~read && ~read_busy && begin_operation && rwb)
            read <= 1;
        else if (~write && ~write_busy && begin_operation && ~rwb)
            write <= 1;
    end
ssram_top serial_sram_instance(
    .spi_sck(clk),
    .reset(reset),
    .sio(sio),
    .address_in(address),
    .data_in(data_in),
    .read(read),        
    .write(write),       
    .read_busy(read_busy),
    .write_busy(write_busy),
    .sck(sck),
    .csb(csb),
    .valid_data(data_out), 
    .data_valid(data_ready),
    .byte_taken(byte_taken),
    .byte_ready(byte_ready)
    );
endmodule
`timescale 1ns / 1ps
module ssram_top(
    input logic spi_sck,
    input logic reset,
    input logic [15:0] address_in,
    input logic [7:0] data_in,
    input logic read,        
    input logic write,       
    inout logic [3:0] sio,
    output logic read_busy,
    output logic write_busy,
    output logic sck,
    output logic csb,
    output logic [7:0] valid_data, 
    output logic data_valid,
    input logic byte_taken,
    output logic byte_ready
    );
    logic [15:0] address; 
    logic [7:0] data_read;
    logic [7:0] data_to_write;  
    logic [3:0] dummy_byte;
    logic set_mode;
    logic [3:0] timer;
   reg  si;
   wire [2:0] mode_sequence;
   logic ss = 1; 
   logic sio_0;
   logic sio_1;
   logic sio_2;
   logic sio_3;
   logic rwb = 0;
   logic start_read = 0;
   logic start_write = 0;
   assign sck = spi_sck; 
   assign csb = (reset) ? 1'b1 : ss; 
   assign sio[0] = (~rwb) ? ((set_mode) ? si : sio_0) : 'bZ; 
   assign sio[1] = (~rwb) ? ((set_mode) ? 'bZ : sio_1) : 'bZ; 
   assign sio[2] = (~rwb) ? sio_2 : 'bZ;
   assign sio[3] = (~rwb) ? sio_3 : 'bZ;
   assign mode_sequence = timer[2:0]; 
   parameter enter_sqi = 2'b00;
   parameter byte_read = 2'b01;
   parameter byte_write = 2'b10;
   parameter hold_sqi = 2'b11;
   reg [1:0] sqi_state = enter_sqi;
    always_latch begin
        if (spi_sck && (read || write)) begin
            address <= address_in;
            if (write)
                data_to_write <= data_in; 
        end
    end
    always_latch begin
        if (data_valid) begin
            valid_data <= data_read;
            byte_ready <= 1; 
        end
        if (byte_taken)
            byte_ready <= 0;
        if (reset)
            byte_ready <= 0; 
    end
   always @(posedge spi_sck)
      if (reset) begin
         timer <= 0; 
         set_mode <= 1; 
         ss <= 0; 
         read_busy <= 0; 
         write_busy <= 0;
         data_valid <= 0;
         sqi_state <= enter_sqi;
      end
      else
         case (sqi_state)
            enter_sqi : begin
               if (timer < 8) begin 
                  timer <= timer + 1;
                  sqi_state <= enter_sqi;
               end 
               else if (timer == 8) begin
                  timer <= 0; 
                  set_mode <= 0; 
                  ss <= 1;  
                  sqi_state <= hold_sqi;
               end
            end
            byte_read : begin
               if (~read && timer < 4'b1010) begin
                  timer <= timer + 1; 
                  sqi_state <= byte_read;
               end
               else begin 
                  data_valid <= 1;
                  ss <= 1; 
                  read_busy <= 0;
                  sqi_state <= hold_sqi;
               end
            end
            byte_write : begin
               if (~write && timer < 4'b1000) begin
                  timer <= timer + 1; 
                  sqi_state <= byte_write;
               end
               else begin
                  ss <= 1; 
                  write_busy <= 0; 
                  sqi_state <= hold_sqi;
               end
            end
            hold_sqi : begin
               if (read) begin
                  ss <= 0; 
                  timer <= 0; 
                  start_read <= 1;
                  read_busy <= 1;
                  sqi_state <= byte_read;
               end
               else if (write) begin
                  ss <= 0; 
                  timer <= 0; 
                  start_write <= 1;
                  write_busy <= 1; 
                  sqi_state <= byte_write;
               end
               else
                  if (data_valid)
                    data_valid <= 0;
                  sqi_state <= hold_sqi;
            end
         endcase
   always @(posedge spi_sck)
      if (set_mode)
         case (mode_sequence)
            4'b000: si <= 0;
            4'b001: si <= 0;
            4'b010: si <= 1;
            4'b011: si <= 1;
            4'b100: si <= 1;
            4'b101: si <= 0;
            4'b110: si <= 0;
            4'b111: si <= 0;
            default: si <= 0;
         endcase
        enum logic [4:0] {read_zero  = 5'b00000,
                     read_one  = 5'b00001,
                     read_two  = 5'b00010,
                     read_three  = 5'b00011,
                     read_four  = 5'b00100,
                     read_five  = 5'b00101,
                     read_six  = 5'b00110,
                     read_seven  = 5'b00111,
                     read_eight  = 5'b01000,
                     read_nine = 5'b01001,
                     read_write_hold = 5'b01010,
                     write_zero  = 5'b10000,
                     write_one  = 5'b10001,
                     write_two  = 5'b10010,
                     write_three  = 5'b10011,
                     write_four  = 5'b10100,
                     write_five  = 5'b10101,
                     write_six  = 5'b10110,
                     write_seven  = 5'b10111
                     } read_state;
   always @(posedge spi_sck)
      if (reset) begin
         read_state <= read_write_hold;
      end
      else
         case (read_state)
            read_zero : begin
                start_read <= 0; 
                sio_0 <= 0;
                sio_1 <= 0;
                sio_2 <= 0;
                sio_3 <= 0; 
                read_state <= read_one;
            end
            read_one : begin
                sio_0 <= 1;
                sio_1 <= 1;
                sio_2 <= 0;
                sio_3 <= 0; 
                read_state <= read_two;
            end
            read_two : begin
                sio_0 <= address[12];
                sio_1 <= address[13];
                sio_2 <= address[14];
                sio_3 <= address[15];
                read_state <= read_three;
            end
            read_three : begin
                sio_0 <= address[8];
                sio_1 <= address[9];
                sio_2 <= address[10];
                sio_3 <= address[11];
                read_state <= read_four;
            end
            read_four : begin
                sio_0 <= address[4];
                sio_1 <= address[5];
                sio_2 <= address[6];
                sio_3 <= address[7];
                read_state <= read_five;
            end
            read_five : begin
                sio_0 <= address[0];
                sio_1 <= address[1];
                sio_2 <= address[2];
                sio_3 <= address[3];
                rwb <= 1; 
                read_state <= read_six;
            end
            read_six : begin
                dummy_byte[0] <= sio[0];
                dummy_byte[1] <= sio[1];
                dummy_byte[2] <= sio[2];
                dummy_byte[3] <= sio[3]; 
                read_state <= read_seven;
            end
            read_seven : begin
                dummy_byte[0] <= sio[0];
                dummy_byte[1] <= sio[1];
                dummy_byte[2] <= sio[2];
                dummy_byte[3] <= sio[3]; 
                read_state <= read_eight;
            end
            read_eight : begin
                data_read[4] <= sio[0];
                data_read[5] <= sio[1];
                data_read[6] <= sio[2];
                data_read[7] <= sio[3]; 
                read_state <= read_nine;
            end
            read_nine : begin
                data_read[0] <= sio[0];
                data_read[1] <= sio[1];
                data_read[2] <= sio[2];
                data_read[3] <= sio[3]; 
                rwb <= 0;
                read_state <= read_write_hold;
            end
            read_write_hold : begin
               if (~write && ~read)
                  read_state <= read_write_hold;
               else if (write)
                  read_state <= write_zero;
               else if (read)
                  read_state <= read_zero;
            end
            write_zero : begin
                start_write <= 0; 
                sio_0 <= 0;
                sio_1 <= 0;
                sio_2 <= 0;
                sio_3 <= 0; 
                read_state <= write_one;
            end
            write_one : begin
                sio_0 <= 0;
                sio_1 <= 1;
                sio_2 <= 0;
                sio_3 <= 0; 
                read_state <= write_two;
            end
            write_two : begin
                sio_0 <= address[12];
                sio_1 <= address[13];
                sio_2 <= address[14];
                sio_3 <= address[15];
                read_state <= write_three;
            end
            write_three : begin
                sio_0 <= address[8];
                sio_1 <= address[9];
                sio_2 <= address[10];
                sio_3 <= address[11];
                read_state <= write_four;
            end
            write_four : begin
                sio_0 <= address[4];
                sio_1 <= address[5];
                sio_2 <= address[6];
                sio_3 <= address[7];
                read_state <= write_five;
            end
            write_five : begin
                sio_0 <= address[0];
                sio_1 <= address[1];
                sio_2 <= address[2];
                sio_3 <= address[3]; 
                read_state <= write_six;
            end
            write_six : begin
                sio_0 <= data_to_write[4];
                sio_1 <= data_to_write[5];
                sio_2 <= data_to_write[6];
                sio_3 <= data_to_write[7];  
                read_state <= write_seven;
            end
            write_seven : begin
                sio_0 <= data_to_write[0];
                sio_1 <= data_to_write[1];
                sio_2 <= data_to_write[2];
                sio_3 <= data_to_write[3];  
                read_state <= read_write_hold;
            end
         endcase
endmodule
==> design/flow/run.sh <==
#!/bin/bash
# OpenROAD 26Q1-2900-gdf79404cd8, Yosys 0.63+post, stock flow scripts
make -C /OpenROAD-flow-scripts/flow DESIGN_CONFIG=/design/flow/config.mk WORK_HOME=/design/flow/orfs finish
==> design/flow/config.mk <==
export PLATFORM = sky130hd
export DESIGN_NAME = serial_sram_driver
export DESIGN_NICKNAME = serial_sram_driver
export VERILOG_FILES = /design/flow/design.v
export SDC_FILE = /design/flow/constraint.sdc
export NUM_CORES = 4
export LEC_CHECK = 1
export CORE_UTILIZATION = 50
==> design/flow/constraint.sdc <==
current_design serial_sram_driver

set clk_period 2.2
set clk_io_pct 0.2

create_clock -name clk0 -period $clk_period [get_ports {clk}]

set non_clock_inputs [all_inputs -no_clocks]
set_input_delay [expr $clk_period * $clk_io_pct] -clock clk0 $non_clock_inputs
set_output_delay [expr $clk_period * $clk_io_pct] -clock clk0 [all_outputs]
==> results.json <==
{
  "outcome": "finished clean",
  "top_cells_by_count": "dfxtp_1, dlxtp_1, nor2b_1",
  "pin_count": 47,
  "synthTopCellsByArea": "dfxtp_1, edfxtp_1, dlxtp_1",
  "synth.largest_area_cell": "dfxtp_1",
  "worstSetupPathType": "in2latch",
  "cap_violations": 0,
  "peakVddDrop_uv": 549,
  "synthSimpleGateAreaFrac_pct": 18.3,
  "grt_pass1_vias": 1772,
  "busiest_layer": "met2",
  "timing.final.ws_setup_ns": 0,
  "adder_share_pct": 4.03,
  "synth_area_um2": 2490,
  "rows": 25,
  "start_kind": "input pin",
  "ys_sh_mux_pct": 0.856,
  "worst_pin_slew_ns": 0.580,
  "first_iter_violations": 96,
  "synthCells": 217,
  "coreArea_um2": 4750,
  "top_cell_area_share_pct": 25.8,
  "finalHoldViolations": 0,
  "ys_warn_count": 7,
  "max-slew-margin-rel_pct": 61.1,
  "ys_area_um2": 2490,
  "wl_per_cell_um": 15.1,
  "cts_setup_buffers": 0,
  "crit_chain": "clkdlybuf4s50_1",
  "crit_family": "buffers and inverters",
  "untimed_endpoints": 18,
  "pre_cts_slack_ns": -0.0135,
  "antenna_found_initial": 0,
  "avgSynthCellArea_um2": 11.5,
  "skew_ns": 0.0670,
  "wl_mm": 5.30,
  "top_cell": "dfxtp_1",
  "ys_cells": 217,
  "grtUsageMet2_pct": 34.9,
  "clk_pin_slew_ns": 0.09,
  "slew_violations": 0,
  "worst_path_largest_cell_delay_ns": 0.47,
  "required_ns": 0.91,
  "grt_use_total_pct": 22.8,
  "synth-edff-count": 13,
  "path_buffers": 1,
  "slowest_stage": "clkdlybuf4s50_1",
  "dieArea_um2": 5260,
  "arrival_ns": 0.91,
  "first_pass_iters": 5,
  "async_reset_ff_share_pct": 0,
  "synth.cellmix.compoundShare_pct": 13.2,
  "hold_ws_ns": 0.291,
  "vias": 1846,
  "fp_util_pct": 52.3,
  "finalWeightedCongestion": 0.795,
  "syn_to_final_growth_pct": 34.7,
  "setup_viol": 0,
  "port_buffers": 41,
  "gr-usage-met1_pct": 34.5,
  "grt_pass1_wl_mm": 8.53,
  "cts_tree": "done",
  "ys_types": 51,
  "flop_cell": "dfxtp_1",
  "unclocked_pins": 9,
  "drive_above_1_share_pct": 13.8,
  "fill_cells": 371,
  "use_met3_pct": 6.62,
  "finalInstanceArea_um2": 3350,
  "rsz0062_at_grt": "no",
  "postRouteAntennaNets": 0,
  "logic_family": "simple AND/OR/NAND/NOR gates",
  "ys_ff": 78,
  "dpl_cell_area_um2": 2960,
  "dp_hpwl_mm": 3.28,
  "crit_path_max_fanout": 1,
  "log.warning_count": 45,
  "die_w_um": 72.5,
  "grt_max_degree": 38,
  "antenna-diode-count": 0,
  "cellLeakagePower_nw": 1.37,
  "grt.overflow.total": 0,
  "xor_area_share_pct": 0,
  "drc": 0,
  "viasPerCell": 5.27,
  "seq_area_um2": 1530,
  "power_density_nw_per_um2": 853,
  "combGateArea_um2": 903,
  "worst_setup_path_end_kind": "latch",
  "worstSkewPairLatency_ns": 0.61,
  "die_height_um": 72.5,
  "holdCritPathClass": "reg2gate"
}
==> where the power goes <==
group	switching, mW	internal [mW]	total (mW)
Sequential	0.0702	1.04	1.11
Combinational	0.241	0.266	0.507
Clock	0.406	0.830	1.24
Total	0.717	2.14	2.85
==> area by class of cell <==
type / count / share of cell area, %
Tap cell: 67 / 2.50
Timing Repair Buffer: 48 / 14.2
Sequential cell: 78 / 45.6
Clock buffer: 22 / 9.01
Inverter: 6 / 0.673
Multi-Input combinational cell: 127 / 27.0
Clock inverter: 2 / 1.05
==> layer usage <==
layer / part of all wire [%] / routed length, um
met5: 0 / 0
met4: 0.53 / 28
met3: 5.6 / 299
met2: 49 / 2580
met1: 45 / 2380
==> sequential cells by signal, indices dropped and copies added, names as in the netlist <==
signal / count
serial_sram_instance.read_state: 19
serial_sram_instance.address: 16
serial_sram_instance.data_read: 8
serial_sram_instance.data_to_write: 8
serial_sram_instance.valid_data: 8
serial_sram_instance.timer: 4
sio: 3
serial_sram_instance.sqi_state: 2
read: 1
serial_sram_instance.byte_ready: 1
serial_sram_instance.data_valid: 1
serial_sram_instance.read_busy: 1
serial_sram_instance.set_mode: 1
serial_sram_instance.si: 1
serial_sram_instance.sio_0: 1
serial_sram_instance.ss: 1
serial_sram_instance.write_busy: 1
write: 1
==> layout by cell type, fill, tap and decap left out, types with 2 or more instances in the layout <==
master	instances
clkdlybuf4s50_1	40
dfxtp_1	32
dlxtp_1	24
nor2b_1	21
clkbuf_8	19
edfxtp_1	13
nor2_1	10
a21oi_1	10
dlxtn_1	9
nand2_1	8
ha_1	8
inv_1	6
or2_2	6
a222oi_1	6
dlygate4sd3_1	6
nor3_1	5
o21ai_0	4
nor4_1	3
o21a_1	3
nand2b_1	3
nand4_1	3
a22oi_1	2
nand3_1	2
o21ai_1	2
or3b_1	2
nor3b_1	2
nand3b_1	2
nand2b_4	2
a21oi_2	2
buf_4	2
==> worst paths after layout <==
path	startpoint	cells after the start	slack [ns]	end
worst max-delay path	data_in[6]	1	0	serial_sram_instance.data_to_write[6]
worst min-delay path	write	1	0.29	clock gate
worst max register to register	serial_sram_instance.sqi_state[0]	6	0.29	serial_sram_instance.timer[3]
worst min register to register	serial_sram_instance.read_state[17]	1	0.45	serial_sram_instance.read_state[3]
max in group gated	write	2	0.43	clock gate
min in group clk0	rwb	2	0.39	write
==> per-stage QoR <==
stage | power, mW | instances | setup TNS (ns) | utilization, %
final | 2.85 | 350 | 0 | 70.4
after global routing | 3.03 | 350 | 0 | 70.4
after CTS | 2.90 | 350 | 0 | 70.4
after detailed placement | 1.67 | 321 | -0.0172 | 62.3
after global placement | 1.67 | 321 | -0.0112 | 62.3
after floorplan | 1.52 | 217 | 0 | -
==> cell families after synthesis <==
family	after synthesis
AND/OR/NAND/NOR	75
flip-flops	45
AND-OR/OR-AND	42
latches	33
buffers and inverters	12
adder cells (fa/ha/maj)	8
multiplexers	2
==> repair_timing <==
item                                    CTS  global route
endpoints found under the hold margin    10             0
hold buffers                              6             0
endpoints found under the setup margin    1             0
resized                                   4             0
Power and IR drop assume default switching activity.
